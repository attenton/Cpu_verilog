--- constraint.sdc ---
current_design led

set clk_period 2.4
set clk_io_pct 0.2

create_clock -name clk0 -period $clk_period [get_ports {clk}]

set non_clock_inputs [all_inputs -no_clocks]
set_input_delay [expr $clk_period * $clk_io_pct] -clock clk0 $non_clock_inputs
set_output_delay [expr $clk_period * $clk_io_pct] -clock clk0 [all_outputs]
--- run.sh ---
#!/bin/bash
# OpenROAD 26Q1-2900-gdf79404cd8, Yosys 0.63+post, stock flow scripts
make -C /OpenROAD-flow-scripts/flow DESIGN_CONFIG=/design/flow/config.mk WORK_HOME=/design/flow/orfs finish
--- config.mk ---
export PLATFORM = sky130hd
export DESIGN_NAME = led
export DESIGN_NICKNAME = led
export VERILOG_FILES = /design/flow/design.v
export SDC_FILE = /design/flow/constraint.sdc
export NUM_CORES = 4
export LEC_CHECK = 1
export CORE_AREA = 10 10 83 83
export DIE_AREA = 0 0 93 93
--- design.v ---
`timescale 1ns / 1ps
module led(
	input [15:0]y,
	input clk,
	input reset,
	output [6:0] a_to_g,
	output [3:0] en,
	output dp
    );
reg [3:0] an;
reg [6:0] ag;
reg [3:0] digit;   
reg [20:0] cot;  
assign dp = 1;   
assign s = cot[18:17];   
always @ ( * ) 
case (s)   
 0: digit = y[15:12];  
 1: digit = y[11:8]; 
 2: digit = y[7:4];
 3: digit = y[3:0]; 
 default: digit = y[15:12];  
endcase 
always @ ( * )  
 case (digit)   
 0: ag = 7'b000_0001;  
 1: ag = 7'b100_1111;
 2: ag = 7'b001_0010;  
 3: ag = 7'b000_0110;  
 4: ag = 7'b100_1100;  
 5: ag = 7'b010_0100;  
 6: ag = 7'b010_0000;  
 7: ag = 7'b000_1111;  
 8: ag = 7'b000_0000;  
 9: ag = 7'b000_0100;  
 'hA: ag = 7'b000_1000;  
 'hB: ag = 7'b110_0000;  
 'hC: ag = 7'b011_0001;  
 'hD: ag = 7'b100_0010;  
 'hE: ag = 7'b011_0000;  
 'hF: ag = 7'b011_1000;   
 default: ag = 7'b000_0001;   
endcase   
 always @ ( * )  
 begin   
 an = 4'b1111;   
 an[s] = 0;  
 end     
always @ (posedge clk or negedge reset)  
 begin   
 if (!reset)  
	cot <= 0;  
else 
   	cot <= cot + 1; 
end
assign a_to_g = ag;
assign en = an;
endmodule
==> impl_metrics.ini <==
; synthesis and place-and-route metrics
[worst_setup_path]
crit_chain = mux2i_4, clkinv_2, ha_4, buf_4, a32o_1, clkdlybuf4s15_1
crit_family = buffers and inverters
rr_endpoint = cot[12]$_DFF_PN0_
rrSetupSlack_ns = 1.02
worstSetupEndpointType = output pin
critPathSlowestCell = dfrtp_2
worstSetupStartpoint = cot[17]$_DFF_PN0_
worstSetupPathDepth = 6
worst_ep_required_time_ns = 1.92
cp_max_fo = 4
arrival_ns = 1.84
critPathLaunchType = flip-flop
setup.worst_path.end = a_to_g[2]
cp_slowest_stage_delay_ns = 0.44
cp.buffers_inverters = 3
worstReg2RegStart = cot[0]$_DFF_PN0_
rr_worst_depth = 5
timing_worst_setup_path_type = reg2out

[synth]
yosys_warnings = 2
synth-edff-count = 0
synthFlopType = dfrtp_1
syn_avg_cell_area_sq_um = 10.5
yosysUniqueCellTypes = 34
syn_inst = 106
async_flop_share = 1.00
ys_cells = 106
ys_ff = 18
netlist_area_sq_um = 1110
yosysSeqAreaShare = 0.404
yosysChipArea_sq_um = 1110

[global_routing]
grt_usage = 0.0598
grt_pass1_vias = 948
grt_overflow = 0
antenna_found_initial = 0
grt_max_degree = 19
grt_pass1_wl_mm = 4.44

[power_and_ir_drop]
ir_drop_mv = 0.572
p_per_area_nw_per_um2 = 396
power_switching_share = 0.226
power.leakage_nw = 0.770
power_frac_seq = 0.455
p_clk_frac = 0.363
switchingPower_mw = 0.151
power.internal_mw = 0.516
combPwrFrac = 0.182

[finish]
area_growth_pct = 51.2
largest_reg_flops = 18
top_register = cot
drive_gt1_frac = 0.389
stdcell_count = 214
utilization = 0.328
fillCellCount = 522
reg_top3 = cot x18

[drt]
antennaDiodeCount = 0
first_pass_iters = 4
drc = 0
wirelength_mm = 2.50
drtAntennaViolNets = 0
post_drt_wl_per_cell_um = 11.7
drtIter0Drc = 21
vias = 881
post_drt_via_cell_ratio = 4.12

[floorplan]
core_sq_um = 5140
io_pins = 30
die.size.y_um = 93
std_cell_rows = 26
initCoreUtil = 0.217
die_x_um = 93
dieArea_sq_um = 8650

[placement]
dp_hpwl_mm = 1.67
gp_congestion = 0.893
dpl.cell_count = 199
numPortBuffers = 18

[clock_tree]
clock_latency_ns = 0.25
htree_levels = 1
clk_pin_slew_worst_paths_ns = 0.06
cts_tree = built
cts_made_buffers = 3
root_buffer = clkbuf_8
clock-sinks = 18
clockBufferDepth = 2

[status]
outcome = finished, final reports clean

[hold_path]
hold-path-cell-count = 1
hold_class = reg2reg

[timing]
clock_skew_ns = 0.00222
finalSetupViolCount = 0
fmax_mhz = 431
hold_viol = 0
post-route-min-period_ns = 2.32
drv_slew = 0
fin_crit_sh = 0.967

[flow_run]
openroad.warnings = 39
maxCapViolCount = 0
==> routing by layer <==
layer  track usage  routed length, um  vias up
met2        0.0882               1010       29
met4       0.00514                 16        0
met3        0.0202                152        2
li1              -                  -      433
met5             0                  0        -
met1        0.0862               1320      417
==> layout by cell type (no fill, tap or decap), types with 4 or more instances in the layout <==
cell type and count:
nor2_1 6, clkdlybuf4s50_1 7, ha_4 6, nand3_1 5, clkbuf_8 4, buf_6 5, xnor2_1 7, dfrtp_1 17
inv_1 5, buf_4 14, nand2_1 8, xor2_1 9
==> per-stage QoR <==
stage | area, sq um | hold slack, ns | setup slack, ns | TNS, ns | total power, mW
global placement | 1410 | 0.458 | -0.376 | -2.20 | 0.397
detailed placement | 1410 | 0.460 | -0.370 | -2.10 | 0.397
finish | 1680 | 0.468 | 0.0802 | 0 | 0.667
floorplan | 1120 | 0.184 | 0.402 | 0 | 0.343
CTS | 1610 | 0.471 | -0.0262 | -0.0480 | 0.659
global route | 1680 | 0.490 | -0.0156 | -0.0156 | 0.700
==> power by group through the flow <==
| stage | registers, mW | logic, mW | clock network (mW) |
|---|---|---|---|
| finish | 0.303 | 0.122 | 0.242 |
| global route | 0.303 | 0.132 | 0.265 |
| CTS | 0.303 | 0.107 | 0.249 |
==> cell families (layout without fill, tap and decap cells) <==
| kind of cell | Yosys count | in the layout | synth area share |
|---|---|---|---|
| other cells | 1 | 3 | 0.00337 |
| simple gates | 35 | 35 | 0.174 |
| compound gates | 11 | 11 | 0.0753 |
| xor+xnor | 16 | 16 | 0.126 |
| fa+ha+maj | 7 | 7 | 0.0786 |
| buf+inv | 12 | 48 | 0.0607 |
| flops | 18 | 18 | 0.404 |
| mux | 6 | 6 | 0.0775 |
==> Yosys cell counts (4+ instances only) <==
library cell / n / area [sq um]
inv_1: 6 / 22.5
xor2_1: 9 / 78.8
ha_1: 7 / 87.6
buf_4: 4 / 30.0
nor2_1: 9 / 33.8
dfrtp_1: 18 / 450
xnor2_1: 7 / 61.3
nand3_1: 5 / 25.0
nand2_1: 11 / 41.3
==> area by class of cell <==
class | count | area, sq um | area share
clock buffers | 4 | 55.1 | 0.0327
inverters | 7 | 32.5 | 0.0193
multi-input cells | 78 | 734 | 0.436
flip-flops and latches | 18 | 452 | 0.268
well taps | 70 | 87.6 | 0.0520
repair buffers | 37 | 323 | 0.192
==> repair_timing <==
action / CTS / global route
buffers inserted: 8 / 4
pin swaps: 8 / 6
hold buffers: 0 / 0
resized: 42 / 15
endpoints found under the setup margin: 7 / 6
==> how the worst min path moves through the flow <==
| stage | startpoint | endpoint | slack [ns] |
|---|---|---|---|
| final | cot[13]$_DFF_PN0_ | cot[13]$_DFF_PN0_ | 0.47 |
| after global routing | cot[13]$_DFF_PN0_ | cot[13]$_DFF_PN0_ | 0.49 |
| after CTS | cot[13]$_DFF_PN0_ | cot[13]$_DFF_PN0_ | 0.47 |
No activity file was given, so power comes from the tool's default toggle rates.
